**flow/run.sh**
```bash
#!/bin/bash
# OpenROAD 26Q1-2900-gdf79404cd8, Yosys 0.63+post, stock flow scripts
make -C /OpenROAD-flow-scripts/flow DESIGN_CONFIG=/design/flow/config.mk WORK_HOME=/design/flow/orfs finish
```
**flow/config.mk**
```make
export PLATFORM = sky130hd
export DESIGN_NAME = cpu_registers
export DESIGN_NICKNAME = cpu_registers
export VERILOG_FILES = /design/flow/design.v
export SDC_FILE = /design/flow/constraint.sdc
export NUM_CORES = 4
export LEC_CHECK = 1
export CORE_UTILIZATION = 30
```
**flow/constraint.sdc**
```tcl
current_design cpu_registers

set clk_period 15.3
set clk_io_pct 0.2

create_clock -name clk0 -period $clk_period [get_ports {clk}]

set non_clock_inputs [all_inputs -no_clocks]
set_input_delay [expr $clk_period * $clk_io_pct] -clock clk0 $non_clock_inputs
set_output_delay [expr $clk_period * $clk_io_pct] -clock clk0 [all_outputs]
```
**flow/design.v**
```verilog
`timescale 1ns / 1ps
module cpu_registers (
    input wire clk,	
    input wire rst , 
    input wire write_en,
    input wire [4:0] src1_addr,
    input wire [4:0] src2_addr, 
    input wire [4:0] dst_addr, 
    input wire [32-1:0]data_in    ,  
    output wire [32-1:0] src1_out  ,   
    output wire [32-1:0] src2_out  
);
reg [32-1:0] RFILE [32-1:0];
integer i;
assign src1_out = RFILE[src1_addr] ; 
assign src2_out = RFILE[src2_addr] ; 
always @(posedge clk)
begin 
    if (rst) begin 
        for (i = 0; i < 32; i = i + 1) begin
            RFILE[i] <= { 32 {1'b0} } ; 
        end 
    end else begin 
        if (write_en) begin 
            RFILE[dst_addr] <= data_in;				
        end 	
    end
end
endmodule
```
==> results.cfg <==
; implementation run metrics
[timing]
slew_violations = 0
period_used_share = 0.674
worst_pin_slew_ns = 0.980
rsz0062_at_grt = false
finalCriticalPeriod_ns = 10.31
max_freq_mhz = 97.0
setup_viol = 0
setup_tns_ns = 0
hold_violations = 0
max_slew_margin = 0.345

[placement]
io_buffers = 113
dp.cells = 6928
gp_congestion = 0.895
hpwl_um = 110000

[grt]
antenna_found_initial = 15
grt_use_total = 0.216
overflow = 0
grt_pass1_vias = 38800
grt_max_degree = 98
grt_pass1_wl_um = 281000

[flow_run]
tool_warnings = 26
maxCapViolCount = 0

[finish]
areaGrowthSynthToFinish_pct = 12.0
reg_top3 = RFILE: 1024 flops
fin_cells = 7129
regMostFlops = RFILE
drive_gt1_frac = 0.0836
largest_register_ffs = 1024

[die]
core_mm2 = 0.186
fp-utilization = 0.303
io_pins = 114
die_h_um = 436
num_rows = 158
dieArea_mm2 = 0.190
dieWidth_um = 436

[detailed_routing]
wl_per_cell_um = 27.8
drtAntennaViolNets = 0
vias_per_cell = 5.30
drc = 0
first_iter_violations = 2580
via_count = 37800
routed_wl_um = 198000
dr.pass1.iters = 6

[power_and_ir_drop]
comb_power_share = 0.120
power_leakage_nw = 24.1
cellPowerDensity_mw_per_mm2 = 108
internal_power_w = 0.00512
swShare = 0.251
pwr-share-clk = 0.396
power.switching_w = 0.00172
ir_drop_mv = 0.0842
power_frac_seq = 0.484

[synthesis]
synth.yosys.warnings = 1
synth_area_leader_cell = edfxtp_1
ys_ff = 1024
syn_area_mm2 = 0.0565
netlist_top_cells_area = edfxtp_1, mux2i_1, and2_1, a22oi_1, a22o_1
synth_top_cell_by_count = and2_1
ys_cells = 4640
top_cell_area_share = 0.545
ys_top_cells_by_count = and2_1, edfxtp_1, mux2i_1, nand2_1, nand3_1
ys_types = 31
synth-edff-count = 1024
ys_area_mm2 = 0.0565
syn_area_per_cell_um2 = 12.2
synth_cells = 4640
synthFlopType = edfxtp_1
yosysSeqAreaShare = 0.545
synthArstFlopShare = 0

[run_status]
outcome = completed

[worst_setup_path]
worst-path-max-fanout = 44
worstPathRequired_ns = 12.24
cp.arrival_ns = 7.25
cp-end-kind = output port
crit_type = in -> out
cp-start-kind = primary input

[clocking]
clock-sinks = 1024
cts_tree = built
postCtsResizedCells = 0
root_buffer = clkbuf_16
cts_buffer_depth = 3
post_cts_buffers = 0
clk_pin_slew_worst_paths_ns = 0.07
hold_buffers = 0
htreeDepth = 3
cts_buffers = 104

[worst_hold_path]
hp-class = in -> reg
==> metrics by stage <==
stage               total power, W  hold slack, ns  instance area, µm²  utilization  setup WS, ns
floorplan                  0.00383            3.26               56500            -          8.13
global placement           0.00417            4.01               59600        0.320          5.13
detailed placement         0.00418            4.01               59600        0.320          5.09
CTS                        0.00687            3.24               63200        0.339          5.09
global route               0.00703            3.31               63200        0.340          4.98
finish                     0.00684            3.27               63200        0.340          4.99
==> worst paths after layout <==
check                         from                         end  slack (ns)  cells past startpoint
worst max-delay path  src2_addr[0]                 src2_out[3]        4.99                      9
worst min-delay path   data_in[28]  RFILE[5][28]$_SDFFCE_PN0P_        3.27                      3
==> cells by family (layout without fill, tap and decap cells) <==
| kind of cell | Yosys count | count (layout) | share of synthesized area |
|---|---|---|---|
| simple gates | 1568 | 1568 | 0.161 |
| mux | 1024 | 1024 | 0.182 |
| flops | 1024 | 1024 | 0.545 |
| compound gates | 576 | 576 | 0.0695 |
| buf+inv | 448 | 450 | 0.0434 |
| other cells | 0 | 7 | 0 |
==> cell usage in the layout (no fill, tap or decap), types with 2 or more instances in the layout <==
| cell | instances |
|---|---|
| nand2b_2 | 4 |
| nor2_8 | 4 |
| clkinv_2 | 21 |
| and2_1 | 1024 |
| clkdlybuf4s50_1 | 111 |
| nor2b_4 | 4 |
| a22o_1 | 128 |
| clkinv_1 | 24 |
| buf_4 | 135 |
| or2_2 | 34 |
| nor2_4 | 30 |
| clkbuf_1 | 13 |
| buf_8 | 2 |
| or3b_4 | 2 |
| clkinv_8 | 2 |
| a31oi_1 | 64 |
| nor3_1 | 64 |
| bufinv_16 | 20 |
| edfxtp_1 | 1024 |
| clkinv_4 | 3 |
| and2_4 | 2 |
| clkbuf_16 | 105 |
| inv_6 | 2 |
| a21oi_1 | 192 |
| nand2_1 | 193 |
| diode_2 | 7 |
| clkinvlp_4 | 4 |
| nor2_1 | 2 |
| nand2_2 | 3 |
| buf_12 | 8 |
| mux2i_1 | 1024 |
| a22oi_1 | 192 |
| nand3b_1 | 3 |
| nand3_1 | 193 |
==> layer usage <==
metal  up-vias  share of wire  GRT usage
li1      16800              -          -
met1     18400           0.35      0.244
met4        14          0.066      0.119
met3       561           0.12      0.113
met5         -        0.00071    0.00126
met2      2051           0.46      0.331
==> critical path: stages <==
cell	delay [ns]
clkdlybuf4s50_1	0.65
and2_4	0.63
buf_4	0.59
buf_4	0.72
a22o_1	0.26
nor3_1	0.04
a31oi_1	0.54
nand3_1	0.24
clkdlybuf4s50_1	0.47
==> layout make-up <==
class / count / area (µm²)
fill: 17900 / 123000
clock buffer: 118 / 2680
tap: 2480 / 3100
antenna: 7 / 17.5
timing repair buffer: 256 / 2310
multi-input combinational: 3168 / 23500
sequential: 1024 / 30700
clock inverter: 76 / 902
==> power groups by stage <==
stage     Clock (W)  Combinational (W)  Sequential, W
4_1_cts     0.00274           0.000815        0.00331
5_1_grt     0.00283           0.000864        0.00333
6_report    0.00271           0.000818        0.00331
Power and IR drop assume default switching activity.
